==> flow/design.v <==
`timescale 1ns/1ns
module comb_ckt(input A, input B, input C, input D, input E, input F, 
output Y1, output Y2, output Y3, output Y4, output Y5, output temp);
    nand(int1, A, B);
    nand(int2, C, D);
    nand(Y1, int1, int2);
    nand(int3, A, B, C);
    nand(int5, int3, int3);
    nand(int4, D, E);
    nand(int6, int4, int4);
    nor(int7, int5, int6);
    nand(int8, F, F);
    nor(Y2, int7, int8);
    nand(int9, A, A);
    nand(int10, int9, B);
    nand(int11, C, D);
    nand(int12, E, E);
    nand(int13, int11, int12);
    nand(Y3, int10, int13);
    nand(int14, A, A);
    nand(int15, int14, D);
    nand(int16, B, D);
    nand(Y4, int15, int16);
    nand(notB, B, B);
    nand(notC, C, C);
    nand(notD, D, D);
    nand(int17, C, notD);
    nand(int18, notB, notD);
    nand(int19, A, B, notC, D);
    nand(Y5, int17, int18, int19);
    assign temp = (C & (~D)) | ((~B) & (~D)) | (A & B & (~C) & D);
endmodule
==> flow/run.sh <==
#!/bin/bash
# OpenROAD 26Q1-2900-gdf79404cd8, Yosys 0.63+post, stock flow scripts
make -C /OpenROAD-flow-scripts/flow DESIGN_CONFIG=/design/flow/config.mk WORK_HOME=/design/flow/orfs finish
==> flow/config.mk <==
export PLATFORM = sky130hd
export DESIGN_NAME = comb_ckt
export DESIGN_NICKNAME = comb_ckt
export VERILOG_FILES = /design/flow/design.v
export SDC_FILE = /design/flow/constraint.sdc
export NUM_CORES = 4
export LEC_CHECK = 1
export CORE_AREA = 10 10 70 70
export DIE_AREA = 0 0 80 80
==> flow/constraint.sdc <==
current_design comb_ckt

set clk_period 1.0
set clk_io_pct 0.2

create_clock -name clk0 -period $clk_period

set non_clock_inputs [all_inputs -no_clocks]
set_input_delay [expr $clk_period * $clk_io_pct] -clock clk0 $non_clock_inputs
set_output_delay [expr $clk_period * $clk_io_pct] -clock clk0 [all_outputs]
==> impl_metrics.toml <==
# yosys + openroad results
[run_status]
outcome = "finished clean"

[floorplanning]
initCoreUtil_pct = 2.45
coreArea_um2 = 3420
die_area_um2 = 6400
io_pins = 12
rows = 21
die_width_um = 80
die_h_um = 80

[job]
warnings = 34
maxCapViolCount = 0

[final_timing]
rsz0062_at_grt = "true"
fmax_ghz = 1.02
maxSlewHeadroom_pct = 87.5
tns_ps = 0
period_used_pct = 97.9
tightest_slew_ps = 184
setup_viol = 0
drv_slew = 0
period_needed_ps = 979
finalHoldViolCount = 0

[route]
drt_iter0_markers = 3
m1WireLength_um = 214
drcViolationCount = 0
top_layer = "met3"
vias = 137
ant_nets = 0
met2_length_um = 204
drt-vias-per-instance = 1.96
routedWlPerCell_um = 6.71
firstDrtPassIters = 2
drt-total-wl_um = 470
antenna_cells = 0
wl_met3_um = 52

[synthesis]
synthCells = 12
avgSynthCellArea_um2 = 6.99
ys_cells = 12
ys_area_um2 = 83.8
area_leaders = "nor2b_4, mux2i_1, and2_4"
ys_seq_share_pct = 0
yosysWarnings = 22
ys_types = 11
yosysTopAreaCellShare_pct = 16.4
netlist_area_um2 = 83.8
yosys.area.top_type = "nor2b_4"

[placement]
placed_cells = 70
port-buffer-count = 12
gp_congestion = 0.761

[critical_path]
path_class = "input port to output port"
cp.arrival_ps = 780
cpPeakStageDelay_ps = 240
cp_num_buf_inv = 2
path_delay_family = "multiplexers"
crit_cells = 4
crit_chain = "buf_6, nor2b_4, mux2i_2, buf_2"
crit_path_max_fanout = 2
worst_path_max_delay_cell = "mux2i_2"
crit_path_start_kind = "input port"
critPathCaptureType = "output port"
worstSetupEndpoint = "Y5"
crit_start = "B"
cp_data_required_time_ps = 800

[grt]
antenna_found_initial = 0
grt_pass1_wl_um = 669
grt_max_degree = 6
grt-ovfl-total = 0
grtUsageTotal_pct = 1.27
grt_pass1_vias = 123

[finish]
seqCellArea_um2 = 0
drive_gt1_share_pct = 58.3
comb_area_um2 = 82.6
flop-count = 0
nClkBuffers = 0
lay_top_cells = "buf_2, nand2_1, buf_6, clkdlybuf4s15_1, dlygate4sd2_1"
fillers = 409
final_cell_count_no_fill = 70
final_core_util_pct = 7.36
layout_top_cell = "buf_2"
areaGrowthSynthToFinish_pct = 200

[pwr]
cellPowerDensity_nw_per_um2 = 320
peakVddDrop_mv = 0.0395
power_mw = 0.0805
power.leakage_nw = 0.111

[clock_network]
ctsHoldBuffers = 0

[hold_path]
hp-class = "input port to output port"
==> how the worst min path moves through the flow <==
| stage | endpoint | start | slack (ps) | cells past startpoint |
|---|---|---|---|---|
| after CTS | temp | D | 710 | 3 |
| after global routing | temp | D | 730 | 3 |
| final | temp | D | 710 | 3 |
==> routing by layer <==
| metal | global-route usage, % | vias to the layer above |
|---|---|---|
| li1 | - | 66 |
| met1 | 1.85 | 64 |
| met2 | 1.93 | 7 |
| met3 | 0.341 | 0 |
| met4 | 0 | 0 |
| met5 | 0 | - |
==> synthesized netlist by cell type <==
cell type,count
o22ai_1,1
nand2_1,2
a21o_1,1
nand3_1,1
buf_4,1
nand4_1,1
a21boi_0,1
inv_1,1
mux2i_1,1
nor2b_4,1
and2_4,1
==> kinds of logic (layout without fill, tap and decap cells) <==
family                 Yosys count  count (layout)  share of synthesized area, %
AOI/OAI and AO/OA                3               3                          25.4
buffers and inverters            2              14                          13.4
muxes                            1               1                          11.9
and+or+nand+nor                  6               6                          49.3
==> final cells by class <==
class                           instances  area share [%]
Inverter                                1            1.49
Multi-Input combinational cell         10            32.8
Tap cell                               46            22.9
Timing Repair Buffer                   13            42.8
==> report_power, final <==
part	total [mW]	internal [mW]	switching [mW]	leakage, nW
sequential	0	0	0	0
clock	0	0	0	0
combinational	0.0805	0.0523	0.0282	0.111
==> through the flow <==
| step | setup slack, ps | area [um^2] | hold WS [ps] |
|---|---|---|---|
| CTS | -0.831 | 255 | 710 |
| global placement | -800 | 262 | 1390 |
| finish | 20.7 | 251 | 706 |
| global route | -11.4 | 251 | 725 |
| floorplan | 215 | 83.8 | 433 |
| detailed placement | -816 | 262 | 1390 |
==> repair_timing <==
action | in CTS | in global routing
setup buffers | 0 | 0
setup endpoints to repair | 6 | 5
pin swaps | 1 | 1
gates cloned | 0 | 0
hold endpoints to repair | 0 | 0
gates resized | 41 | 4
No activity file was given, so power comes from the tool's default toggle rates.
