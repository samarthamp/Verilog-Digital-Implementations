File: /design/flow/config.mk
export PLATFORM = sky130hd
export DESIGN_NAME = sixteen_bit_FA
export DESIGN_NICKNAME = sixteen_bit_FA
export VERILOG_FILES = /design/flow/design.v
export SDC_FILE = /design/flow/constraint.sdc
export NUM_CORES = 4
export LEC_CHECK = 1
export CORE_AREA = 10 10 77 77
export DIE_AREA = 0 0 87 87
File: /design/flow/constraint.sdc
current_design sixteen_bit_FA

set clk_period 15.5
set clk_io_pct 0.2

create_clock -name clk0 -period $clk_period

set non_clock_inputs [all_inputs -no_clocks]
set_input_delay [expr $clk_period * $clk_io_pct] -clock clk0 $non_clock_inputs
set_output_delay [expr $clk_period * $clk_io_pct] -clock clk0 [all_outputs]
File: /design/flow/design.v
`timescale 1ns/1ns
module one_bit_FA(input A, B, Cin, output S, Cout);
    xor(P, A, B);
    and(G, A, B);
    xor(S, P, Cin);
    and(temp, P, Cin);
    or(Cout, G, temp);
endmodule
module four_bit_FA(input [3:0] A, B, input Cin, output [3:0] S, output Cout);
    wire [3:0] C;
    one_bit_FA uut0(
        .A(A[0]),
        .B(B[0]),
        .Cin(Cin),
        .S(S[0]),
        .Cout(C[0])
    );
    one_bit_FA uut1(
        .A(A[1]),
        .B(B[1]),
        .Cin(C[0]),
        .S(S[1]),
        .Cout(C[1])
    );
    one_bit_FA uut2(
        .A(A[2]),
        .B(B[2]),
        .Cin(C[1]),
        .S(S[2]),
        .Cout(C[2])
    );
    one_bit_FA uut3(
        .A(A[3]),
        .B(B[3]),
        .Cin(C[2]),
        .S(S[3]),
        .Cout(C[3])
    );
    assign Cout = C[3];
endmodule
module sixteen_bit_FA(input [15:0] A, B, input Cin, output [15:0] S, output Cout);
    wire [15:0] C;
    four_bit_FA uut0(
        .A(A[3:0]),
        .B(B[3:0]),
        .Cin(Cin),
        .S(S[3:0]),
        .Cout(C[0])
    );
    four_bit_FA uut1(
        .A(A[7:4]),
        .B(B[7:4]),
        .Cin(C[0]),
        .S(S[7:4]),
        .Cout(C[1])
    );
    four_bit_FA uut2(
        .A(A[11:8]),
        .B(B[11:8]),
        .Cin(C[1]),
        .S(S[11:8]),
        .Cout(C[2])
    );
    four_bit_FA uut3(
        .A(A[15:12]),
        .B(B[15:12]),
        .Cin(C[2]),
        .S(S[15:12]),
        .Cout(C[3])
    );
    assign Cout = C[3];
endmodule
File: /design/flow/run.sh
#!/bin/bash
# OpenROAD 26Q1-2900-gdf79404cd8, Yosys 0.63+post, stock flow scripts
make -C /OpenROAD-flow-scripts/flow DESIGN_CONFIG=/design/flow/config.mk WORK_HOME=/design/flow/orfs finish
==> metrics.yaml <==
setup_path:
  start_kind: "input port"
  cpPeakStageDelay_ps: 480
  crit_type: "input port to output port"
  worstPathMaxFanout: 1
  cp-endpoint: "S[15]"
  cp-end-kind: "output port"
  worst_path_max_delay_cell: "clkdlybuf4s50_1"
  crit_required_ps: 12400
  crit_top_cell: "fa_1"
  crit_start: "A[0]"
  crit_chain: "clkdlybuf4s50_1 > inv_1 > fa_1 > inv_1 > fa_1 > fa_1 > fa_1 > fa_1 > fa_1 > fa_1 > fa_1 > fa_1 > fa_1 > fa_1 > fa_1 > fa_1 > fa_1 > fa_1 > inv_1 > fa_1 > inv_1 > clkdlybuf4s50_1"
  worst_ep_arrival_time_ps: 10200
routing:
  dr.pass1.iters: 2
  ant_nets: 0
  drt_wl_total_um: 1624
  route.detailed.drc: 0
  avgRoutedWirePerCell_um: 12.69
  drtIter0Drc: 1
  diodes: 0
  vias_per_cell: 3.070
  vias: 393
placed_design:
  portBuffers: 50
  dp_hpwl_um: 1612
  post-place-ws_ps: 2181
  place.gp.congestion: 0.8453
synthesis:
  yosys.area.top_type: "fa_1"
  yosys-top-cells-area: "fa_1, buf_4, inv_1"
  ys_chip_area_um2: 478.0
  netlist_area_um2: 478.0
  yosysCellCount: 42
  synth.top_cell.area_share: 0.6702
  syn_inst: 42
  ys_seq_frac: 0
  synth_cell_types: 3
  yosys_warnings: 3
  syn_area_per_cell_um2: 11.38
timing:
  setup_slack_ps: 2198
  slew_headroom: 0.9290
  setup_violations: 0
  grt_setup_unrepaired: "no"
  drv_slew: 0
  fmax_mhz: 75.18
  setup_tns_ps: 0
  tightestPinTransition_ps: 106.1
  fin_crit_ps: 13300
  post-route-period-util: 0.8582
  hold_viol_final: 0
  hold_slack_ps: 7238
power_and_ir_drop:
  ir_worst_vdd_mv: 0.01467
  p_per_area_nw_per_um2: 38.07
  power_uw: 35.15
  p_leak_uw: 0.0003657
outcome:
  outcome: "finished, final reports clean"
cells_and_area:
  syn2layout_area_growth_pct: 93.19
  fillCellCount: 450
  seq_cell_count: 0
  clock_buffers: 0
  layout_top_cell: "clkdlybuf4s50_1"
  fin_util: 0.2121
  final_cell_mix: "clkdlybuf4s50_1, fa_1, inv_1"
  regArea_um2: 0
  drive_gt1_frac: 0
die:
  die_area_um2: 7569
  io_pins: 50
  initial_core_util: 0.1098
  die_x_um: 87
  coreArea_um2: 4354
  fp.dieH_um: 87
  rows: 24
global_route:
  track_usage: 0.04158
  grt_pass1_vias: 495
  grt_pass1_wl_um: 2477
  grt_max_degree: 2
  antenna_found_initial: 0
  grt_remaining_overflow: 0
flow_run:
  log.warning_count: 32
  cap_violations: 0
worst_hold_path:
  hp-class: "input port to output port"
clock_tree:
  cts.repair.resized: 0
  post_cts_buffers: 0
  hold_buffers: 0
[cell type report]
type / count / area, um^2 / share of cell area
timing repair buffer: 50 / 500.5 / 0.5420
tap: 52 / 65.06 / 0.07046
multi-input combinational: 16 / 320.3 / 0.3469
inverter: 10 / 37.54 / 0.04065
[synthesized netlist by cell type (all sizes together)]
library cell	count
buf	16
fa	16
inv	10
[per-layer routing]
layer	vias to the layer above	GRT usage	wire, um
met3	0	0.04906	527
met2	47	0.05530	546
met1	178	0.04490	550
met5	-	0	0
li1	168	-	-
met4	0	0	0
[how the worst min path moves through the flow]
stage	startpoint	end	slack, ps	depth (start not counted)
CTS	Cin	S[0]	7250	5
global route	Cin	S[0]	7280	5
finish	Cin	S[0]	7240	5
[power by group]
| group | switching (uW) | internal, uW | leakage (uW) |
|---|---|---|---|
| clock | 0 | 0 | 0 |
| sequential | 0 | 0 | 0 |
| combinational | 9.41 | 25.7 | 0.000366 |
[kinds of logic after synthesis]
kind of cell / Yosys count / share of synthesized area
buffers and inverters: 26 / 0.3299
adder cells (fa/ha/maj): 16 / 0.6702
[worst max-delay path, delay by kind of cell]
| kind | cells | cell delay, ps |
|---|---|---|
| adder cells (fa/ha/maj) | 16 | 5920 |
| buffers and inverters | 6 | 1160 |
[metrics by stage]
stage          area [um^2]  instances
2_1_floorplan        478.0         42
3_3_place_gp         923.4        128
3_5_place_dp         923.4        128
4_1_cts              923.4        128
5_1_grt              923.4        128
6_report             923.4        128
Power is estimated from default activity; no workload was simulated.
