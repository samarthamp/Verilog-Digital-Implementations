File: design/flow/run.sh
#!/bin/bash
# OpenROAD 26Q1-2900-gdf79404cd8, Yosys 0.63+post, stock flow scripts
make -C /OpenROAD-flow-scripts/flow DESIGN_CONFIG=/design/flow/config.mk WORK_HOME=/design/flow/orfs finish
File: design/flow/config.mk
export PLATFORM = sky130hd
export DESIGN_NAME = sixteen_bit_cla
export DESIGN_NICKNAME = sixteen_bit_cla
export VERILOG_FILES = /design/flow/design.v
export SDC_FILE = /design/flow/constraint.sdc
export NUM_CORES = 4
export LEC_CHECK = 1
export CORE_AREA = 10 10 79 79
export DIE_AREA = 0 0 89 89
File: design/flow/constraint.sdc
current_design sixteen_bit_cla

set clk_period 13.2
set clk_io_pct 0.2

create_clock -name clk0 -period $clk_period

set non_clock_inputs [all_inputs -no_clocks]
set_input_delay [expr $clk_period * $clk_io_pct] -clock clk0 $non_clock_inputs
set_output_delay [expr $clk_period * $clk_io_pct] -clock clk0 [all_outputs]
File: design/flow/design.v
`timescale 1ns/1ns
module four_bit_cla(input [3:0] A, B, input C0, output [3:0] S, output Cout);
    wire [4:0] C;
    xor(P0, A[0], B[0]);
    xor(P1, A[1], B[1]);
    xor(P2, A[2], B[2]);
    xor(P3, A[3], B[3]);
    and(G0, A[0], B[0]);
    and(G1, A[1], B[1]);
    and(G2, A[2], B[2]);
    and(G3, A[3], B[3]);
    and(x1, P0, C0);
    and(x2, P1, G0);
    and(x3, P1, P0, C0);
    and(x4, P2, G1);
    and(x5, P2, P1, G0);
    and(x6, P2, P1, P0, C0);
    and(x7, P3, G2);
    and(x8, P3, P2, G1);
    and(x9, P3, P2, P1, G0);
    and(x10, P3, P2, P1, P0, C0);  
    assign C[0] = C0; 
    or(C[1], G0, x1);
    or(C[2], G1, x2, x3);
    or(C[3], G2, x4, x5, x6);
    or(C[4], G3, x7, x8, x9, x10);
    xor(S[0], P0, C[0]);
    xor(S[1], P1, C[1]);
    xor(S[2], P2, C[2]);
    xor(S[3], P3, C[3]);
    assign Cout = C[4];
endmodule
module sixteen_bit_cla(input [15:0] A, B, input C0, output [15:0] S, output Cout);
    wire [3:0] C;
    four_bit_cla uut0(
        .A(A[3:0]),
        .B(B[3:0]),
        .C0(C0),
        .S(S[3:0]),
        .Cout(C[0])
    );
    four_bit_cla uut1(
        .A(A[7:4]),
        .B(B[7:4]),
        .C0(C[0]),
        .S(S[7:4]),
        .Cout(C[1])
    );
    four_bit_cla uut2(
        .A(A[11:8]),
        .B(B[11:8]),
        .C0(C[1]),
        .S(S[11:8]),
        .Cout(C[2])
    );
    four_bit_cla uut3(
        .A(A[15:12]),
        .B(B[15:12]),
        .C0(C[2]),
        .S(S[15:12]),
        .Cout(C[3])
    );
    assign Cout = C[3];
endmodule
==> ci_impl_report.md <==
### Yosys + OpenROAD results

| Metric | Value |
|---|---|
| Status | complete, no violations |
| Switching Power | 20.9 uW |
| Max-slew violations | 0 |
| CLK BUF | 0 |
| Pre-antenna DRT Iters | 1 |
| Combinational share of power | 100.0% |
| Hold Path Class | input port to primary output |
| IO buf count | 50 |
| P_int | 41.0 uW |
| Post-CTS Setup Repair Bufs | 0 |
| Total Wirelength | 2.14 mm |
| Hold-fix buffers at CTS | 0 |
| Top cells excl fill/tap | 50 x clkdlybuf4s50_1, 16 x inv_1, 16 x ha_1 |
| Most numerous logic cell after layout | clkdlybuf4s50_1 |
| Crit path DAT | 5.22 ns |
| Detail Route Antenna Nets | 0 |
| RePlAce Congestion | 0.723 |
| Area occupied by registers | 0 um^2 |
| All-Layer GR Usage | 5.44% |
| Crit Path Max Fanout | 4 |
| Post-Layout Inst Area | 0.00127 mm^2 |
| Syn avg cell area | 7.71 um^2 |
| Clock power frac | 0% |
| Synth Seq Share | 0% |
| Registers | 0 |
| DRC | 0 |
| Yosys chip area | 702 um^2 |
| Max incr delay on CP | 0.48 ns |
| Top cells by area | ha_1 29%, fa_1 11%, xnor2_1 10%, inv_1 8.6%, a21oi_1 7.8% |
| Iter 0 DRT Violations | 0 |
| Max IR drop VDD | 0.0193 mV |
| Area of the mapped netlist | 702 um^2 |
| CTS resizes | 0 |
| Vias in the first global route | 844 |
| Tcrit/Tclk final | 59.5% |
| CP endpoint kind | primary output |
| CP max-delay cell | clkdlybuf4s50_1 |
| CP top delay family | buffers and inverters |
| Tool warnings | 32 |
| Post-synthesis cell count | 91 |
| Lkg Pwr | 0.546 nW |
| Detailed-route via count | 771 |
| Kind of critical path | input port to primary output |
| Synth unique cells | 24 |
| Cell breakdown of the critical path | clkdlybuf4s50_1, ha_1, a21oi_1, o221ai_2, a21o_2, a21oi_4, inv_1, fa_1, xor2_1, clkdlybuf4s50_1 |
| Worst endpoint required time | 10.56 ns |
| Die Wd | 89 um |
| Via density | 3.95 |
| Total Negative Setup Slacks | 0 ns |
| Fin util | 27.2% |
| Die area | 0.00792 mm^2 |
| Share of layout cells above drive strength 1 | 2.84% |
| Area of the core | 0.00466 mm^2 |
| Power per cell area | 48.8 mW/mm^2 |
| Std cell rows | 25 |
| Post-synth top area cell | ha_1 |
| WP buf/inv | 3 |
| Yosys warning count | 18 |
| Final Hold Viols | 0 |
| DP HPWL | 2.05 mm |
| Gr ovfl total | 0 |
| Max Clk Rate | 0.127 GHz |
| Max Cap Violations | 0 |
| Ports | 50 |
| Critical Path Source Type | input port |
| Worst slew pin tran | 0.324 ns |
| Placed inst area | 0.00127 mm^2 |
| # Cells Yosys | 91 |
| Relative slew slack | 78.2% |
| N_diodes | 0 |
| RSZ-0062 raised after global routing | no |
| Layout area overhead | 80.9% |
| Routed WL per cell | 11.0 um |
| Sequential Power Share | 0% |
| Crit path time final | 7.86 ns |
| # setup viols final | 0 |
| Top cell area share | 28.5% |
| Cell mode on critical path | clkdlybuf4s50_1 |
| Pin count of the biggest net entering global routing | 6 |
| Die H | 89 um |
| Initial antenna violation count | 0 |
| FP Util | 15.1% |
| First-pass GRT wire length | 3.57 mm |
| Sw Ratio | 33.8% |
[per-stage QoR]
step	cells	setup WS, ns	power, mW	hold slack (ns)
final	195	5.34	0.0620	6.34
after global routing	195	5.06	0.0708	6.41
after CTS	195	5.29	0.0640	6.36
after detailed placement	195	5.30	0.0636	6.36
after global placement	195	5.34	0.0636	6.35
after floorplan	91	6.36	0.0257	5.39
[power groups by stage]
stage	logic, mW	clock network, mW	registers, mW
4_1_cts	0.0640	0	0
5_1_grt	0.0708	0	0
6_report	0.0620	0	0
[final timing paths]
path / slack [ns] / depth (start not counted) / endpoint / startpoint
setup / recovery: 5.34 / 10 / S[13] / A[0]
hold / removal: 6.34 / 5 / S[0] / C0
[synthesized netlist by cell type, drive strengths merged]
master,n
ha,16
inv,16
a21oi,12
xnor2,8
o21ai,6
nand2,5
nor2,5
fa,4
xor2,3
a21o,2
nand3,2
nor2b,2
nor3b,2
a211oi,1
mux2,1
nor3,1
o211ai,1
o21a,1
o21bai,1
o221ai,1
or4,1
[per-layer routing]
layer	vias to the layer above	share of wire [%]	global-route usage [%]
li1	412	-	-
met1	333	39	5.85
met2	26	49	10.4
met3	0	13	2.11
met4	0	0	0
met5	-	0	0
[kinds of logic (layout without fill, tap and decap cells)]
family | count (synthesis) | in the layout | share of synthesized area, %
multiplexers | 1 | 1 | 2.14
adder cells (fa/ha/maj) | 20 | 20 | 39.9
AND/OR/NAND/NOR | 18 | 18 | 12.5
buffers and inverters | 16 | 66 | 8.56
AND-OR/OR-AND | 25 | 25 | 23.2
XOR/XNOR | 11 | 11 | 13.7
[area by class of cell]
cell class / count / area, um^2
inverter: 16 / 60.1
fill: 488 / 3390
timing repair buffer: 50 / 500
multi-input combinational: 75 / 642
tap: 54 / 67.6
Power and IR drop assume default switching activity.
